==> flow/design.v <==
`timescale 1ns / 1ps
module Eight_Bit_Ripple_Add(
    input [7:0] A,
    input [7:0] B,
    input Cin,
    output [7:0] Sum,
    output Cout
    );
    wire w1, w2, w3, w4, w5, w6;
    Full_Adder A0(.A(A[0]), .B(B[0]), .Cin(Cin), .Sum(Sum[0]), .Cout(w1));
    Full_Adder A1(.A(A[1]), .B(B[1]), .Cin(w1), .Sum(Sum[1]), .Cout(w2));
    Full_Adder A2(.A(A[2]), .B(B[2]), .Cin(w2), .Sum(Sum[2]), .Cout(w3));
    Full_Adder A3(.A(A[3]), .B(B[3]), .Cin(w3), .Sum(Sum[3]), .Cout(w4));
    Full_Adder A4(.A(A[4]), .B(B[4]), .Cin(w4), .Sum(Sum[4]), .Cout(w5));
    Full_Adder A5(.A(A[5]), .B(B[5]), .Cin(w5), .Sum(Sum[5]), .Cout(w6));
    Full_Adder A6(.A(A[6]), .B(B[6]), .Cin(w6), .Sum(Sum[6]), .Cout(w7));
    Full_Adder A7(.A(A[7]), .B(B[7]), .Cin(w7), .Sum(Sum[7]), .Cout(Cout));
endmodule
`timescale 1ns / 1ps
module Full_Adder(
    input A,
    input B,
    input Cin,
    output Sum,
    output Cout
    );
    wire w1, w2, w3;
    xor #(2) G1(Sum, A, B, Cin);
    and #(1) G2(w1, A, B);
    and #(1) G3(w2, A, Cin);
    and #(1) G4(w3, B, Cin);
    or  #(1) G5(Cout, w1, w2, w3);
endmodule
==> flow/run.sh <==
#!/bin/bash
# OpenROAD 26Q1-2900-gdf79404cd8, Yosys 0.63+post, stock flow scripts
make -C /OpenROAD-flow-scripts/flow DESIGN_CONFIG=/design/flow/config.mk WORK_HOME=/design/flow/orfs finish
==> flow/config.mk <==
export PLATFORM = sky130hd
export DESIGN_NAME = Eight_Bit_Ripple_Add
export DESIGN_NICKNAME = Eight_Bit_Ripple_Add
export VERILOG_FILES = /design/flow/design.v
export SDC_FILE = /design/flow/constraint.sdc
export NUM_CORES = 4
export LEC_CHECK = 1
export CORE_AREA = 10 10 70 70
export DIE_AREA = 0 0 80 80
==> flow/constraint.sdc <==
current_design Eight_Bit_Ripple_Add

set clk_period 3.6
set clk_io_pct 0.2

create_clock -name clk0 -period $clk_period

set non_clock_inputs [all_inputs -no_clocks]
set_input_delay [expr $clk_period * $clk_io_pct] -clock clk0 $non_clock_inputs
set_output_delay [expr $clk_period * $clk_io_pct] -clock clk0 [all_outputs]
==> notes.md <==
fresh numbers from the pnr run: outcome complete, but fails checks, failing checks setup timing, total track usage 2.14%, yosys stat area 258 um2, Hold Crit Endpoint Sum[0], # IOs 26, distinct lib cells 3, Most common cell on crit path fa_2, HP Start Cin, fin area 533 um2, Die Height 80 um, fin crit period 4.50 ns, vias in the first global route 232, cell count in the Yosys report 26, flip-flops 0, MUX area fraction 0%, fp_density 7.55%, yosys simple share 0%, top comb family, area adder cells, Period Utilization, post-route 125%, detailed-router iteration count before antenna repair 1, Worst VDD drop 0.0465 mV, PwrDens 132 nW/um2, RSZ-0062 raised after global routing true, initial antenna violation count 0, Yosys warning count 1, DRC 0, die area 6400 um2, Top delay family on crit path adder cells, crit path max fanout 1, Critical Path Sink Type primary output, tool warnings 35, Finished Layout Cells 90, Leakage Power 0.215 nW, Slowest-stage cell, CP fa_2, CP peak stage delay 0.43 ns, Die W 80 um, maximum clock frequency 0.222 GHz, postcts setup bufs 0, core area 3420 um2, Setup WS post-layout -0.900 ns, P&R area growth vs syn 107%, pin count of the biggest net entering global routing 2, Initial DRC Count 0, placed cell areas 551 um2, GPL Wtd Cong 0.836, drt wl/cell 8.04 um, antenna-violating nets left 0, CP Launch Type primary input, met3 WL post-DR 186 um, register area share after synthesis 0%, final hold vios 0, xor+xnor area frac 0%, global-route wire length before repair 1.10 mm, Flop area 0 um2, compound-cell area share of the yosys netlist 0%, Hold Path Stages 5, Worst-Margin Slew 0.120 ns, max_slew headroom 92.0%, port buffer count 26, CP Class primary input to primary output, dominant logic cell type in the layout clkdlybuf4s50_1, Mapped Area 258 um2, layout cell share with drive strength beyond 1 47.7%, Worst Hold Class primary input to primary output, Syn Area/Cell 9.91 um2, DP Wirelength 742 um, fin. max-slew vios 0, WL final 724 um, Worst Path Required 2.88 ns, clock buffers 0, Post-Place Cells 90, wire length on met1 335 um, DR top layer met3, Pwr Total 0.0703 mW, Remaining Overflow, GRT 0, number of max-cap violations 0, Met2 Wirelength 203 um, worst-path cell chain buf_8 > inv_12 > fa_2 > inv_2 > fa_2 > fa_2 > fa_2 > fa_2 > fa_2 > fa_2 > inv_2 > fa_2 > inv_1 > buf_2, adder share 62.1%, most instantiated logic cells after routing clkdlybuf4s50_1, fa_2, inv_1, buf_2, inv_2, vias 210, synthesized instance count 26, worst path arrival time 3.78 ns, Setup Viol. Count Final 4, Fillers 387, WP buf/inv 6, # diodes 0, floorplan row count 21, DR vias/cell 2.33
-- routing by layer --
layer  up-vias  track usage [%]
li1         96                -
met1        90             3.32
met2        24             2.25
met3         0             1.70
met4         0                0
met5         -                0
-- kinds of logic after synthesis --
family,count (synthesis)
buf+inv,18
fa+ha+maj,8
-- power breakdown --
part           switching (mW)  internal [mW]
clock network               0              0
logic                  0.0222         0.0482
registers                   0              0
-- worst max path at each step --
stage,startpoint,to,depth (start not counted)
4_1_cts,A[0],Sum[7],14
5_1_grt,A[0],Sum[7],14
6_report,A[0],Sum[7],14
-- final cells by class --
class              instances  area [um2]  share of cell area, %
multi-input cells          8         180                   33.8
inverters                 10        55.1                   10.3
well taps                 46        57.6                   10.8
repair buffers            26         240                   45.1
-- per-stage QoR --
step	TNS [ns]	hold slack, ns	setup slack, ns	utilization, %
3_5_place_dp	-7.01	2.50	-1.76	16.1
6_report	-2.29	2.18	-0.900	15.6
3_3_place_gp	-6.98	2.50	-1.76	16.1
2_1_floorplan	-1.51	1.67	-0.709	-
4_1_cts	-2.83	2.19	-1.05	15.6
5_1_grt	-2.70	2.21	-1.01	15.6
-- synth_stat cells, drive strengths merged --
| cell | number | area [um2] |
|---|---|---|
| inv | 10 | 37.5 |
| fa | 8 | 160 |
| buf | 8 | 60.1 |
-- what timing repair did --
action,in CTS,in global routing
gates resized,36,0
setup endpoints to repair,7,4
pin swaps,8,5
hold buffers,0,0
Power figures rest on the tool's default switching activity, not on a simulated workload.
