<file path="design/flow/design.v">
`timescale 1ns / 1ps
module SerialRegister(
    input [9:0] Switches,
    input Reset,
    output reg [9:0] Register 
    );
    always @(posedge Reset)
    begin
    Register = Switches;
    end
endmodule
</file>
<file path="design/flow/run.sh">
#!/bin/bash
# OpenROAD 26Q1-2900-gdf79404cd8, Yosys 0.63+post, stock flow scripts
make -C /OpenROAD-flow-scripts/flow DESIGN_CONFIG=/design/flow/config.mk WORK_HOME=/design/flow/orfs finish
</file>
<file path="design/flow/config.mk">
export PLATFORM = sky130hd
export DESIGN_NAME = SerialRegister
export DESIGN_NICKNAME = SerialRegister
export VERILOG_FILES = /design/flow/design.v
export SDC_FILE = /design/flow/constraint.sdc
export NUM_CORES = 4
export LEC_CHECK = 1
export CORE_AREA = 10 10 70 70
export DIE_AREA = 0 0 80 80
</file>
<file path="design/flow/constraint.sdc">
current_design SerialRegister

set clk_period 1.0
set clk_io_pct 0.2

create_clock -name clk0 -period $clk_period [get_ports {Reset}]

set non_clock_inputs [all_inputs -no_clocks]
set_input_delay [expr $clk_period * $clk_io_pct] -clock clk0 $non_clock_inputs
set_output_delay [expr $clk_period * $clk_io_pct] -clock clk0 [all_outputs]
</file>
==> flow_metrics.tcl <==
# collected from the flow reports
set metrics [dict create \
    power.density_mw_per_mm2 1750 \
    required_ns 0.80 \
    synth.cell_area_um2 200 \
    dr.pass1.iters 2 \
    grt_pass1_wl_um 959 \
    synth_top_cell_by_area "dfxtp_1" \
    comb_area_um2 0 \
    antenna_found_initial 0 \
    synth_adder_area_share_pct 0 \
    layout_top_cell "clkdlybuf4s50_1" \
    synthSimpleGateAreaFrac_pct 0 \
    end_kind "output port" \
    htreeDepth 1 \
    place_congestion 0.655 \
    cp.buffers_inverters 1 \
    fillCellCount 388 \
    ioPinCount 21 \
    outcome "complete, no violations" \
    cpPeakStageDelay_ns 0.32 \
    yosys.area_share.aoi_pct 0 \
    cp_max_fo 1 \
    grt_pass1_vias 170 \
    hp-class "in2reg" \
    fp_util_pct 5.86 \
    area_leaders "dfxtp_1" \
    clockBufferDepth 2 \
    port_buffers 20 \
    synthDistinctLibCells 1 \
    largest_reg_flops 10 \
    rows 21 \
    finalWorstPathRequiredPeriod_ns 0.957 \
    criticalPathCategory "reg2out" \
    worstMarginPinSlew_ns 0.0770 \
    insertedDiodeCount 0 \
    yosysCellCount 10 \
    drc 0 \
    viasPerCell 1.93 \
    layout_top_cells "clkdlybuf4s50_1, clkdlybuf4s15_1, dfxtp_1, clkbuf_4, dfxtp_2" \
    drv_cap 0 \
    synth_area_per_cell_um2 20.0 \
    crit_path_start_kind "flip-flop" \
    synthCells 10 \
    drive_above_1_share_pct 20.6 \
    fmax_mhz 1050 \
    logic_gate_count 0 \
    finish.utilization_pct 14.4 \
    final-hold-violation-count 0 \
    areaGrowthSynthToFinish_pct 146 \
    xor_area_share_pct 0 \
    totalWireLength_um 681 \
    final_cells 80 \
    cts_tree "built" \
    setup_tns_ns 0 \
    vdd_ir_drop_max_mv 0.756 \
    warning_count 25 \
    dieArea_mm2 0.00640 \
    top_area_share_pct 100 \
    cts_sinks 10 \
    grt_util_all_layers_pct 2.12 \
    ys_ff 10 \
    ys_chip_area_um2 200 \
    dp.cells 76 \
    muxShareOfSynthArea_pct 0 \
    worstPathCellList "clkdlybuf4s15_1" \
    yosysWarnings 1 \
    p_total_mw 0.861 \
    fin_crit_sh_pct 95.7 \
    cp.arrival_ns 0.76 \
    cts_buffers 3 \
    cts_setup_buffers 0 \
    wire_per_inst_um 8.51 \
    synth_seq_share_pct 100 \
    die_h_um 80 \
    drtIter0Drc 2 \
    setup_viol 0 \
    clkTransAtPathRegs_ns 0.08 \
    die_width_um 80 \
    slew-limit-headroom_pct 94.9 \
    critical_path.top_delay_family "flip-flops" \
    gr-total-overflow 0 \
    cts-root-buf "clkbuf_4" \
    ant_nets 0 \
    rsz0062_at_grt "no" \
    maxSlewViolCount 0 \
    coreArea_mm2 0.00342 \
    p_leak_nw 0.190 \
    worst_path_max_delay_cell "dfxtp_2" \
    vias 154 \
    grt_max_degree 7 \
]
==> area by class of cell <==
cell class	count	area (um^2)	area share, %
sequential	10	203	41.2
clock buffer	4	36.3	7.38
timing repair buffer	20	195	39.7
tap	46	57.6	11.7
==> metal layers <==
metal | global-route usage (%) | part of all wire, % | wire, um
met2 | 2.73 | 37 | 252
met5 | 0 | 0 | 0
met1 | 2.24 | 43 | 291
met3 | 2.61 | 19 | 132
met4 | 0.176 | 0.88 | 6
==> power by group <==
| part | internal, mW | switching, mW |
|---|---|---|
| combinational | 0.0560 | 0.00766 |
| clock | 0.221 | 0.151 |
| sequential | 0.420 | 0.00473 |
| total | 0.697 | 0.163 |
==> path summary, 6_finish.rpt <==
| kind | startpoint | endpoint | slack [ns] | cells after the start |
|---|---|---|---|---|
| hold / removal | Switches[8] | Register[8] | 0.36 | 1 |
| setup / recovery | Register[8] | Register[8] | 0.04 | 1 |
==> synth_stat cells (all sizes together) <==
| cell type | instances |
|---|---|
| dfxtp | 10 |
==> cell families after synthesis <==
family  count (synthesis)
flops                  10
==> through the flow <==
stage | setup slack [ns] | hold WS, ns | cell area (um^2)
floorplan | 0.538 | 0.228 | 200
global placement | 0.0321 | 0.652 | 458
detailed placement | 0.0213 | 0.652 | 458
CTS | 0.0121 | 0.347 | 494
global route | 0.00147 | 0.347 | 492
finish | 0.0431 | 0.361 | 492
==> what timing repair did <==
action                                  4_1_cts  5_1_grt
endpoints found under the setup margin       10        3
hold buffers                                  0        0
resized                                      20        3
Power is estimated from default activity; no workload was simulated.
