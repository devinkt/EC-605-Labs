File: /design/flow/run.sh
#!/bin/bash
# OpenROAD 26Q1-2900-gdf79404cd8, Yosys 0.63+post, stock flow scripts
make -C /OpenROAD-flow-scripts/flow DESIGN_CONFIG=/design/flow/config.mk WORK_HOME=/design/flow/orfs finish
File: /design/flow/constraint.sdc
current_design Four_Bit_ALU

set clk_period 3.8
set clk_io_pct 0.2

create_clock -name clk0 -period $clk_period

set non_clock_inputs [all_inputs -no_clocks]
set_input_delay [expr $clk_period * $clk_io_pct] -clock clk0 $non_clock_inputs
set_output_delay [expr $clk_period * $clk_io_pct] -clock clk0 [all_outputs]
File: /design/flow/design.v
`timescale 1ns / 1ps
module Four_Bit_ALU(
    input [3:0] A,
    input [3:0] B,
    input [2:0] OP,
    output reg [3:0] Y,
    output reg N,
    output reg Z,
    output reg C,
    output reg V
    );
    always @(A, B, OP)
    begin
        case(OP)
            3'b000: Y = A & B;
            3'b001: Y = A | B;
            3'b010: Y = A ^ B;
            3'b011: Y = A >> B;
            3'b100: Y = A << B;
            3'b101: Y = A - B;
            3'b110: Y = A + B;
            default: Y = (A<B)?1:0;
        endcase
        if(Y[3] == 1) N = 1; else N = 0;  
        if(Y == 0) Z = 1; else Z = 0;  
        if((A[3] & B[3])|((A[3] | B[3]) & (Y[3] == 0))) C = 1; else C = 0;  
        if((A[3] == B[3]) & (Y[3] ^ C)) V = 1; else V = 0; 
      end
endmodule
File: /design/flow/config.mk
export PLATFORM = sky130hd
export DESIGN_NAME = Four_Bit_ALU
export DESIGN_NICKNAME = Four_Bit_ALU
export VERILOG_FILES = /design/flow/design.v
export SDC_FILE = /design/flow/constraint.sdc
export NUM_CORES = 4
export LEC_CHECK = 1
export CORE_AREA = 10 10 70 70
export DIE_AREA = 0 0 80 80
==> out/metrics.cfg <==
[logic_synthesis]
synth-compound-area-share_pct=30.7
simple_gate_area_share_pct=21.1
ys_cells=104
synthCells=104
yosys_area_um2=734
ys_seq_share_pct=0
top_cell_area_share_pct=20.4
fa_ha_area_share_pct=25.9
topCellsByArea=ha_1, a21oi_1, inv_1
synthXorXnorAreaFrac_pct=2.39
top_area_cell=ha_1
ys_types=40
syn_area_um2=734
synth.comb.largest_family=AND-OR/OR-AND gates
yosysWarningCount=1
avgSynthCellArea_um2=7.06
mux_area_share_pct=9.03

[routing]
wl_met3_um=126
drc=0
topRoutingLayerUsed=met4
met2_length_um=1170
wl_per_cell_um=12.4
firstDrtPassIters=4
drt-vias-per-instance=4.74
wirelength_um=2400
vias=915
drt-met1-wl_um=1080
insertedDiodeCount=0
drtAntennaViolNets=0
first_iter_violations=17

[worst_hold_path]
holdCritStartpoint=B[2]
hp-class=in2out

[global_routing]
grtUsageTotal_pct=7.71
grt_pass1_wl_um=4220
antenna_found_initial=0
grt_pass1_vias=954
grt_start_max_net_pins=12
gr-total-overflow=0

[outcome]
status=finished, final reports clean

[sta]
tns_ns=0
fmax_ghz=0.273
rsz0062_at_grt=false
period_used_pct=96.4
setup_viol=0
max-slew-margin-rel_pct=73.8
hold_slack_ns=2.40
period_minus_slack_ns=3.66
hold_viol=0
worst_slew_pin_slew_ns=0.388
final_max_slew_viol_count=0

[final_layout]
seqCellArea_um2=0
layout-drive-gt1-share_pct=32.7
clockBufferCount=0
fin_util_pct=36.3
areaGrowthSynthToFinish_pct=69.0
n_fill_cell=361
stdcell_area_mm2=0.00124
seq_cells=0

[critical_path]
arrival_ns=2.90
cpPeakStageDelay_ns=0.41
critPathBufInv=3
endpoint_kind=output port
cpMaxStageDelayCell=clkdlybuf4s50_1
crit_type=in2out
crit_start=A[1]
crit_fanout=5
worst_setup_path_start_kind=primary input
critical_path.cell_chain=dlygate4sd2_1, buf_6, ha_1, o21bai_1, a21oi_2, xnor2_1, o221a_2, o21ai_4, mux2_4, clkdlybuf4s50_1
required_ns=3.04
path_delay_family=buffers and inverters

[pwr]
power_density_mw_per_mm2=128
leakagePower_nw=0.576
power_mw=0.158
vdd_drop_max_mv=0.0574

[floorplan]
die-area_mm2=0.00640
core-area_mm2=0.00342
ios=19
fp_util_pct=21.5
placementRows=21
die_w_um=80
dieHeight_um=80

[clocking]
ctsHoldBuffers=0

[place]
port_buffers=19
place_congestion=0.951
place_area_mm2=0.00116
place_hpwl_um=2060

[run]
max_cap_violations=0
warning_count=40

[layout by cell type, fill, tap and decap left out, types with 7 or more instances in the layout]
master	n
ha_1	7
clkdlybuf4s50_1	9
inv_1	8
buf_4	28
a21oi_1	8
dlygate4sd2_1	10
nand2_1	7
nor2_1	11
[repair_timing]
| action | CTS | global route |
|---|---|---|
| pin swaps | 9 | 0 |
| setup buffers | 2 | 0 |
| gates resized | 26 | 2 |
| gates cloned | 0 | 0 |
| endpoints found under the hold margin | 0 | 0 |
| endpoints found under the setup margin | 6 | 2 |
[per-layer routing]
layer | track usage [%] | vias up
met5 | 0 | -
met4 | 0.704 | 0
met3 | 0.682 | 2
met2 | 14.0 | 24
met1 | 9.83 | 427
li1 | - | 462
[stage by stage]
| step | setup slack, ns | std cells |
|---|---|---|
| floorplan | 0.783 | 104 |
| global placement | -0.317 | 191 |
| detailed placement | -0.324 | 191 |
| CTS | 0.0424 | 193 |
| global route | 0.0188 | 193 |
| finish | 0.136 | 193 |
[synth_stat cells, drive strengths merged]
cell type / count
a21o: 2
a21oi: 10
a311o: 1
a311oi: 1
a31oi: 2
and2: 1
buf: 3
clkbuf: 3
fa: 2
ha: 12
inv: 12
mux2: 2
mux2i: 4
nand2: 7
nand2b: 2
nand3b: 1
nand4: 1
nor2: 11
nor2b: 1
nor3: 2
nor3b: 1
nor4: 1
o21a: 1
o21ai: 5
o21bai: 1
o221a: 2
o22ai: 4
o2bb2ai: 1
o311a: 1
o32a: 1
o41ai: 1
or2b: 1
or3: 1
or3b: 1
xnor2: 1
xor2: 1
[final timing paths]
kind	cells after the start	to	slack, ns
min	5	Z	2.40
max	10	V	0.14
[final cells by class]
class / count / area [µm²] / area share, %
Inverter: 12 / 45.0 / 3.63
Tap cell: 46 / 57.6 / 4.64
Multi-Input combinational cell: 86 / 728 / 58.7
Timing Repair Buffer: 49 / 410 / 33.1
[power breakdown]
part | internal (mW) | total [mW] | leakage (nW) | switching (mW)
logic | 0.0913 | 0.158 | 0.576 | 0.0671
clock network | 0 | 0 | 0 | 0
registers | 0 | 0 | 0 | 0
[kinds of logic after synthesis]
| group | Yosys count |
|---|---|
| buffers and inverters | 18 |
| xor gates and xnor gates | 2 |
| and+or+nand+nor | 31 |
| muxes | 6 |
| AOI/OAI and AO/OA | 33 |
| adders and majority gates | 14 |
Power is estimated from default activity; no workload was simulated.
